### ./design.v
`timescale 1 ns / 1 ps
module Seven_seg_driver (
	input wire CLK,
	input wire CE,
	input wire CLR,
	input wire [6:0] seg1,
	input wire [6:0] seg2,
	input wire [6:0] seg3,
	input wire [6:0] seg4,
	input wire [6:0] seg5,
	input wire [6:0] seg6,
	input wire [6:0] seg7,
	input wire [6:0] seg8,
	output reg [6:0] seg_out,
	output reg [7:0] seg_select
	);
	reg [9:0] counter = 10'b0000000000;
	always @(posedge CLK or posedge CLR) begin
			if (CLR) begin
					seg_out <= 7'b1111111;
					seg_select <= 8'b11111110;
					counter <= 10'b0000000000;
				end
			else if (CE) begin
					if (counter == 10'b1111111111)begin
							counter = 10'b0000000000;
							case (seg_select)
								8'b11111110: begin seg_select <= 8'b11111101; seg_out <= seg2; end
								8'b11111101: begin seg_select <= 8'b11111011; seg_out <= seg3; end
								8'b11111011: begin seg_select <= 8'b11110111; seg_out <= seg4; end
								8'b11110111: begin seg_select <= 8'b11101111; seg_out <= seg5; end
								8'b11101111: begin seg_select <= 8'b11011111; seg_out <= seg6; end
								8'b11011111: begin seg_select <= 8'b10111111; seg_out <= seg7; end
								8'b10111111: begin seg_select <= 8'b01111111; seg_out <= seg8; end    
								8'b01111111: begin seg_select <= 8'b11111110; seg_out <= seg1; end
							endcase 
						end
					counter = counter + 1;
				end
		end
endmodule
### ./run.sh
#!/bin/bash
# OpenROAD 26Q1-2900-gdf79404cd8, Yosys 0.63+post, stock flow scripts
make -C /OpenROAD-flow-scripts/flow DESIGN_CONFIG=/design/flow/config.mk WORK_HOME=/design/flow/orfs finish
### ./config.mk
export PLATFORM = sky130hd
export DESIGN_NAME = Seven_seg_driver
export DESIGN_NICKNAME = Seven_seg_driver
export VERILOG_FILES = /design/flow/design.v
export SDC_FILE = /design/flow/constraint.sdc
export NUM_CORES = 4
export LEC_CHECK = 1
export CORE_UTILIZATION = 40
### ./constraint.sdc
current_design Seven_seg_driver

set clk_period 4.5
set clk_io_pct 0.2

create_clock -name clk0 -period $clk_period [get_ports {CLK}]

set non_clock_inputs [all_inputs -no_clocks]
set_input_delay [expr $clk_period * $clk_io_pct] -clock clk0 $non_clock_inputs
set_output_delay [expr $clk_period * $clk_io_pct] -clock clk0 [all_outputs]
==> flow_summary.toml <==
# implementation run metrics
[status]
status = "complete, no violations"

[route]
avgViaCountPerCell = 5.71
drt_iter0_drc = 91
antenna_left = 0
firstDrtPassIters = 4
antennaDiodeCount = 0
drc_errors = 0
via_count = 1747
wl_mm = 4.73
wl_per_cell_um = 15.5

[cts]
clock_sinks = 25
cts_tree = "yes"
cts_max_level = 1
cts_buffers = 3
post-cts-setup-buffer-count = 0
clockBufferDepth = 2
cts-resized-gates = 0
clk-insertion-delay-late_ns = 0.26
postCtsHoldBufs = 0
root_buffer = "clkbuf_8"
clkTransAtPathRegs_ns = 0.09

[global_routing]
gr-usage-all-layers_pct = 20.8
grt-busiest-layer = "met1"
grtUsageMet1_pct = 33.7
antenna_found_initial = 0
grt_max_degree = 26
grt_pass1_vias = 1553
use_met2_pct = 31.1
grt_overflow = 0
grt_pass1_wl_mm = 7.21
grt_util_met3_pct = 1.67

[power_and_ir_drop]
power_density_nw_per_um2 = 205
vdd.ir_drop.worst_mv = 0.121
p_leak_nw = 0.862

[timing]
finalSetupViolCount = 0
fmax_mhz = 345
finalCritPeriodShare_pct = 64.5
maxSlewHeadroom_pct = 58.4
worst_slew_pin_slew_ns = 0.620
grt_setup_unrepaired = "no"
tns_ns = 0
skew_ns = 0.00310
finalCriticalPeriod_ns = 2.90
finalHoldViolCount = 0
final_max_slew_viol_count = 0

[synthesis]
top_cell_area_share_pct = 20.6
post_synth.cell_area_avg_um2 = 9.46
yosys_warnings = 1
async_reset_ff_share_pct = 100
synth_seq_share_pct = 36.0
synth_cells = 189
synthesis.area_um2 = 1790
post-synth-top-area-cell = "dfstp_2"
ys_area_um2 = 1790
yosys_cells = 189
ys.flop_type = "dfstp_2"
edf_count = 0
area_leaders = "dfstp_2, dfrtp_1, a22o_1, nand3b_1, nand2_1"
ys_types = 46
numSynthFlops = 25

[worst_hold_path]
min_delay_path_depth = 1
hold_class = "reg2reg"

[place]
gp_congestion = 0.907
post_dp_cell_area_um2 = 2540
io_buffer_count = 73
place_hpwl_mm = 3.82

[cells_and_area]
comb_area_um2 = 1080
drive_gt1_share_pct = 11.3
n_fill_cell = 355
syn2layout_area_growth_pct = 44.9
seqCellArea_um2 = 643
fin_area_um2 = 2590

[floorplan]
fp-utilization_pct = 43.1
rows = 23
core_um2 = 4140
die_area_um2 = 4740
chipWidth_um = 68.9
die_height_um = 68.9
io_pins = 74

[job]
tool_warnings = 26
maxCapViolations = 0

[worst_setup_path]
crit_required_ns = 4.70
arrival_ns = 3.10
reg2reg_slack_ns = 2.18
start_kind = "input pin"
ff2ff_path_depth = 5
critPathMaxFanout = 12
cp-end-kind = "flop"
worstSetupPathType = "in2reg"
placed cells by master, fill, tap and decap left out, types with 2 or more instances in the layout:
cell type,netlist,final
clkdlybuf4s50_1,0,73
nand2_1,18,18
dfstp_2,14,14
a22o_1,12,12
dfrtp_1,11,11
nand3b_1,10,10
nor2_1,8,8
nand4b_1,7,7
nand3_1,7,7
a211oi_1,7,7
nor2b_1,6,6
a22oi_1,6,6
a221oi_1,5,5
xnor2_1,4,4
o221a_1,4,4
nor3_1,4,4
nand4_1,4,4
a221o_1,4,4
a21oi_1,4,4
and2_1,3,3
o21a_1,3,3
inv_1,3,3
o21ai_0,3,3
mux2i_1,3,3
clkbuf_8,0,3
nand4_2,2,2
nor4_1,2,2
or3_1,2,2
a311oi_1,2,2
mux2_2,2,2
xor2_1,2,2
buf_4,0,2
flip-flops by register name, summed over array words and instances (netlist names):
register,flops
seg_select,8
seg_out,7
counter,10
power breakdown:
group	switching (mW)	internal [mW]	leakage [nW]
clock	0.0676	0.0625	0.0217
combinational	0.0396	0.0743	0.560
sequential	0.0356	0.252	0.280
total	0.143	0.389	0.862
logic make-up (layout without fill, tap and decap cells):
family / after synthesis / in the layout / synth area share [%]
adders and majority gates: 1 / 1 / 0.700
and+or+nand+nor: 80 / 80 / 27.6
xor gates and xnor gates: 6 / 6 / 2.94
muxes: 5 / 5 / 2.94
buffers and inverters: 15 / 82 / 3.71
DFF: 25 / 25 / 36.0
AOI/OAI and AO/OA: 57 / 57 / 26.1
layout make-up:
class / count / share of cell area (%)
timing repair buffer: 75 / 28.8
inverter: 3 / 0.435
sequential: 25 / 24.8
multi-input combinational: 149 / 41.6
clock inverter: 1 / 0.290
tap: 50 / 2.42
clock buffer: 3 / 1.59
worst paths after layout:
path,start,to
setup / recovery,CE,seg_out[2]$_DFFE_PP1P_
hold / removal,counter[9]$_DFFE_PP0P_,counter[9]$_DFFE_PP0P_
setup reg to reg,seg_select[2]$_DFFE_PP1P_,seg_out[0]$_DFFE_PP1P_
hold reg to reg,counter[9]$_DFFE_PP0P_,counter[9]$_DFFE_PP0P_
max in group asynchronous,CLR,seg_select[6]$_DFFE_PP1P_
min in group asynchronous,CLR,seg_select[0]$_DFFE_PP0P_
cell usage after synthesis, types with 5 or more instances:
library cell	n
nand3b_1	10
buf_2	8
nand3_1	7
dfstp_2	14
nand2_1	18
a221oi_1	5
nor2b_1	6
dfrtp_1	11
a22o_1	12
nand4b_1	7
a211oi_1	7
a22oi_1	6
nor2_1	8
through the flow:
stage	std cells	power [mW]	worst slack (ns)	hold slack (ns)	utilization [%]
finish	306	0.532	1.60	0.518	62.5
global route	306	0.567	1.48	0.538	62.5
CTS	306	0.538	1.61	0.526	62.5
detailed placement	302	0.406	1.32	0.515	61.3
global placement	302	0.406	1.38	0.504	61.3
floorplan	189	0.339	2.20	0.473	-
worst max-delay path, stage by stage:
cell and delay (ns):
clkdlybuf4s50_1 0.62, nand3_2 0.15, nor2_4 0.18, nand4_2 0.33, or4_4 0.67, o221a_1 0.25
layer usage:
metal,up-vias,part of all wire (%)
li1,881,-
met1,791,49
met2,71,43
met3,4,6.1
met4,0,1.6
met5,-,0
No activity file was given, so power comes from the tool's default toggle rates.
