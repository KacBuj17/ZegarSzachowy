==> flow/design.v <==
`timescale 1ns / 1ps
module Counter (
	input wire CLK,
	input wire CLR,
	input wire CE,
	input wire IMPULSE,
	input wire DECREMENT_IMPULSE,
	input wire [3:0] MAX,
	output reg [3:0] COUNT,
	output wire OVERFLOW    
	);
	always @(posedge CLK or posedge CLR) begin
			if (CLR) begin
					COUNT <= MAX;
			end else if (CE) begin
					if (IMPULSE || DECREMENT_IMPULSE) begin
							if (COUNT == 0) begin
									COUNT <= MAX;
							end else begin
									COUNT <= COUNT - 1;
								end
						end
				end
		end
	assign OVERFLOW = (COUNT == 0) && IMPULSE;
endmodule
`timescale 1ps / 1ps
module Minute_counter (
	input wire CLK,
	input wire CLR, 
	input wire CE,
	input wire IMPULSE,
	input wire UM_DECREMENT_IMPULSE,
	input wire TM_DECREMENT_IMPULSE,
	output wire [3:0] TENS,
	output wire [3:0] UNITS,
	output wire OVERFLOW
	);
	wire tens_enable;
	Counter unit_min (
		.CLK(CLK),
		.CLR(CLR),
		.CE(CE),
		.IMPULSE(IMPULSE),
		.DECREMENT_IMPULSE(UM_DECREMENT_IMPULSE),
		.MAX(4'd9),
		.COUNT(UNITS),
		.OVERFLOW(tens_enable));
	Counter tens_min (
		.CLK(CLK),
		.CLR(CLR),
		.CE(CE),
		.IMPULSE(tens_enable),
		.DECREMENT_IMPULSE(TM_DECREMENT_IMPULSE),
		.MAX(4'd5),
		.COUNT(TENS),
		.OVERFLOW(OVERFLOW));
endmodule
`timescale 1ps / 1ps
module Second_counter (
	input wire CLK,
	input wire CLR,
	input wire CE,
	input wire IMPULSE,
	input wire US_DECREMENT_IMPULSE,
	input wire TS_DECREMENT_IMPULSE,
	output wire [3:0] TENS,
	output wire [3:0] UNITS,
	output wire OVERFLOW
	);
	wire tens_enable;
	Counter unit_sec (
		.CLK(CLK),
		.CLR(CLR),
		.CE(CE),
		.IMPULSE(IMPULSE),
		.DECREMENT_IMPULSE(US_DECREMENT_IMPULSE),
		.MAX(4'd9),
		.COUNT(UNITS),
		.OVERFLOW(tens_enable));
	Counter tens_sec (
		.CLK(CLK),
		.CLR(CLR),
		.CE(CE),
		.IMPULSE(tens_enable),
		.DECREMENT_IMPULSE(TS_DECREMENT_IMPULSE),
		.MAX(4'd5),
		.COUNT(TENS),
		.OVERFLOW(OVERFLOW));
endmodule
`timescale 1ps / 1ps
module Timer_Clock (
	input wire CLK,
	input wire CLR,
	input wire CE,
	input wire IMPULSE,
	input wire US_DECREMENT_IMPULSE,
	input wire TS_DECREMENT_IMPULSE,
	input wire UM_DECREMENT_IMPULSE,
	input wire TM_DECREMENT_IMPULSE,
	output wire [3:0] sec_tens,
	output wire [3:0] sec_units,
	output wire [3:0] min_tens,
	output wire [3:0] min_units,
	output wire OVERFLOW
	);
	wire seconds_overflow;
	Second_counter sec (
		.CLK(CLK),
		.CLR(CLR),
		.CE(CE),
		.IMPULSE(IMPULSE),
		.US_DECREMENT_IMPULSE(US_DECREMENT_IMPULSE),
		.TS_DECREMENT_IMPULSE(TS_DECREMENT_IMPULSE),
		.TENS(sec_tens),
		.UNITS(sec_units),
		.OVERFLOW(seconds_overflow)
		);
	Minute_counter min (
		.CLK(CLK),
		.CLR(CLR),
		.CE(CE),
		.IMPULSE(seconds_overflow),
		.UM_DECREMENT_IMPULSE(UM_DECREMENT_IMPULSE),
		.TM_DECREMENT_IMPULSE(TM_DECREMENT_IMPULSE),
		.TENS(min_tens),
		.UNITS(min_units),
		.OVERFLOW(OVERFLOW)
		);
endmodule
==> flow/run.sh <==
#!/bin/bash
# OpenROAD 26Q1-2900-gdf79404cd8, Yosys 0.63+post, stock flow scripts
make -C /OpenROAD-flow-scripts/flow DESIGN_CONFIG=/design/flow/config.mk WORK_HOME=/design/flow/orfs finish
==> flow/config.mk <==
export PLATFORM = sky130hd
export DESIGN_NAME = Timer_Clock
export DESIGN_NICKNAME = Timer_Clock
export VERILOG_FILES = /design/flow/design.v
export SDC_FILE = /design/flow/constraint.sdc
export NUM_CORES = 4
export LEC_CHECK = 1
export CORE_AREA = 10 10 99 99
export DIE_AREA = 0 0 109 109
==> flow/constraint.sdc <==
current_design Timer_Clock

set clk_period 3.4
set clk_io_pct 0.2

create_clock -name clk0 -period $clk_period [get_ports {CLK}]

set non_clock_inputs [all_inputs -no_clocks]
set_input_delay [expr $clk_period * $clk_io_pct] -clock clk0 $non_clock_inputs
set_output_delay [expr $clk_period * $clk_io_pct] -clock clk0 [all_outputs]
==> impl_metrics.json <==
{
  "finalCritPeriodShare": 0.8839,
  "grt_max_degree": 17,
  "crit_end": "OVERFLOW",
  "crit_fanout": 4,
  "ys_sh_xor": 0.07803,
  "antenna_left": 0,
  "portBuffers": 24,
  "crit_start": "IMPULSE",
  "yosysSeqAreaShare": 0.5223,
  "first_pass_iters": 4,
  "cp.arrival_ns": 2.33,
  "core_sq_um": 7727,
  "tightest_slew_ns": 0.6137,
  "finalPower_mw": 0.9572,
  "drc_errors": 0,
  "drt-total-wl_um": 2102,
  "hp-class": "reg -> reg",
  "fin_hold_ws_ns": 0.5009,
  "yosysTopAreaCellShare": 0.2675,
  "end_kind": "primary output",
  "cts-root-buf": "clkbuf_8",
  "power_density_nw_per_um2": 792.0,
  "cts_buffer_depth": 2,
  "hold_viol": 0,
  "top_cells_by_area": "dfstp_2 27%, dfrtp_1 25%, xnor2_1 5.6%",
  "worst_r2r_path_depth": 4,
  "die_x_um": 109,
  "htreeDepth": 1,
  "drv_cap": 0,
  "numCtsBuffers": 3,
  "antenna_found_initial": 0,
  "status": "finished, final reports clean",
  "tritoncts": "done",
  "place_congestion": 0.8128,
  "finalSetupTns_ns": 0,
  "yosys_area_sq_um": 785.8,
  "ctsResizeCount": 0,
  "layout_top_cell": "clkdlybuf4s50_1",
  "reg2reg_to": "min.unit_min.COUNT[1]",
  "netlist_instances": 73,
  "top_area_cell": "dfstp_2",
  "num_vias": 657,
  "p_leak_nw": 0.4270,
  "clock.fmax_mhz": 332.8,
  "ioPinCount": 25,
  "dieArea_sq_um": 11880,
  "ys_sh_mux": 0.01433,
  "clk_pin_slew_worst_paths_ns": 0.06,
  "antenna_cells": 0,
  "simple_gate_share": 0.2389,
  "synth_flops": 16,
  "rsz0062_at_grt": "false",
  "grt_pass1_wl_um": 3263,
  "mostFrequentLayoutCells": "24 x clkdlybuf4s50_1, 8 x o21ai_0, 8 x dfstp_2, 8 x dfrtp_1, 7 x nor2_1",
  "drtIter0Drc": 25,
  "cp-start-kind": "input port",
  "setup_ws_ns": 0.3948,
  "setup_viol": 0,
  "rr_startpoint": "sec.tens_sec.COUNT[3]",
  "cts_setup_buffers": 0,
  "grt_pass1_vias": 631,
  "fp-utilization": 0.1017,
  "ctsHoldBuffers": 0,
  "slew_headroom": 0.5904,
  "peakVddDrop_mv": 0.1481,
  "clock_skew_ns": 0.003600,
  "ys_cells": 73,
  "ys_sh_adder": 0,
  "synth.cellmix.compoundShare": 0.1369,
  "final_max_slew_viol_count": 0,
  "via_per_inst": 3.236,
  "area_growth_pct": 53.82,
  "syn-mean-instance-area_sq_um": 10.76,
  "reg2reg_slack_ns": 1.77,
  "ys_types": 29,
  "grt_overflow": 0,
  "tool_warnings": 25,
  "period_minus_slack_ns": 3.005,
  "rows": 32,
  "place_ws_ns": 0.4265,
  "drive_above_1_share": 0.1683,
  "synth_warnings": 2,
  "die_h_um": 109,
  "clkLatencyLatePin_ns": 0.25,
  "wire_per_inst_um": 10.35,
  "path_class": "in -> out",
  "cts_sinks": 16,
  "worstPathRequired_ns": 2.72,
  "logic_family": "simple AND/OR/NAND/NOR gates",
  "track_usage": 0.03490,
  "dpl.hpwl_um": 1703,
  "synth_area_sq_um": 785.8
}
==> synth_stat cells <==
cell type and n:
nor3_1 2, a31oi_2 1, or4_1 2, xnor2_1 5, and2_1 1, nor4_4 1, o21a_1 2, dfstp_2 8
nor3b_2 1, nor2_1 7, nor4_1 2, nand3_1 1, o2bb2ai_1 1, nand2b_1 3, o21ai_0 8, inv_1 2
xor2_1 2, o211ai_1 1, nor2_2 1, a41oi_1 1, or4b_1 1, nand2_1 4, or3_1 1, mux2_1 1
nand4_1 1, and2b_2 1, nor3b_1 1, o21ai_1 3, dfrtp_1 8
==> stage by stage <==
stage	cells	utilization	cell area, sq um
after CTS	203	0.1564	1209
after detailed placement	199	0.1493	1154
after floorplan	73	-	785.8
final	203	0.1564	1209
after global routing	203	0.1564	1209
after global placement	199	0.1493	1154
==> final cells by class <==
cell class	count	area (sq um)
multi-input combinational	55	367.9
clock buffer	4	55.05
sequential	16	410.4
tap	102	127.6
timing repair buffer	24	240.2
inverter	2	7.507
fill	852	6519
==> cells by family after synthesis <==
logic type | Yosys count
simple gates | 30
mux | 1
compound gates | 17
xor+xnor | 7
flops | 16
buf+inv | 2
==> how the worst min path moves through the flow <==
stage / startpoint / end / slack (ns) / cells past startpoint
4_1_cts: min.tens_min.COUNT[2] / min.tens_min.COUNT[2] / 0.51 / 2
6_report: min.tens_min.COUNT[2] / min.tens_min.COUNT[2] / 0.50 / 2
5_1_grt: min.tens_min.COUNT[0] / min.tens_min.COUNT[0] / 0.52 / 1
==> registers in the layout, summed over array words and instances (netlist names) <==
register	count
min.unit_min.COUNT	4
sec.unit_sec.COUNT	4
sec.tens_sec.COUNT	4
min.tens_min.COUNT	4
==> critical path: stages <==
cell and delay (ns):
clkdlybuf4s50_1 0.48, nor3b_2 0.25, and2_1 0.22, nand4_1 0.11, nor2_1 0.11, clkdlybuf4s50_1 0.47
==> routing by layer <==
metal / vias up / wire (um) / global-route usage
met5: - / 0 / 0
met4: 0 / 21 / 0.004708
met3: 3 / 267 / 0.01553
met2: 25 / 790 / 0.04756
met1: 307 / 1023 / 0.05066
li1: 322 / - / -
==> report_power, final <==
group	switching, mW	internal, mW	leakage [nW]
combinational	0.119	0.236	0.210
clock	0.0627	0.103	0.0288
sequential	0.125	0.312	0.188
Power and IR drop assume default switching activity.
